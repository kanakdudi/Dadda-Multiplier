`design/flow/config.mk`:
```
export PLATFORM = sky130hd
export DESIGN_NAME = controller
export DESIGN_NICKNAME = controller
export VERILOG_FILES = /design/flow/design.v
export SDC_FILE = /design/flow/constraint.sdc
export NUM_CORES = 4
export LEC_CHECK = 1
export CORE_AREA = 10 10 92 92
export DIE_AREA = 0 0 102 102
```
`design/flow/constraint.sdc`:
```
current_design controller

set clk_period 1.0
set clk_io_pct 0.2

create_clock -name clk0 -period $clk_period [get_ports {clka}]

set non_clock_inputs [all_inputs -no_clocks]
set_input_delay [expr $clk_period * $clk_io_pct] -clock clk0 $non_clock_inputs
set_output_delay [expr $clk_period * $clk_io_pct] -clock clk0 [all_outputs]
```
`design/flow/design.v`:
```
module controller (
    input clka,
    input reset,
    input [31:0] douta,
    input start_stop,
    output reg [3:0] addra,
    output reg ena,
    output reg [15:0] a,
    output reg [15:0] b
);
    reg [3:0] counter=4'd0;
    always@(posedge clka) begin
        if (reset) begin
            addra <= 4'd0;
            ena <= 1'b0;
            counter <= 4'd0;    
            a <= 16'd0;
            b <= 16'd0;
        end else begin
            if(counter == 4'd15) begin
                counter <= 4'd0;
                addra <= counter;
            end else begin
                counter <= counter + 4'd1;
                addra <= counter;
            end
            if(start_stop) begin
                ena <= 1'b1;
            end else begin
                ena <= 1'b0;
            end
            a <= douta[31:16];
            b <= douta[15:0];
        end
    end
endmodule
```
`design/flow/run.sh`:
```
#!/bin/bash
# OpenROAD 26Q1-2900-gdf79404cd8, Yosys 0.63+post, stock flow scripts
make -C /OpenROAD-flow-scripts/flow DESIGN_CONFIG=/design/flow/config.mk WORK_HOME=/design/flow/orfs finish
```
==> run_results.csv <==
group,metric,value,unit
power_and_ir_drop,pwr-share-clk,33.7,%
critical_path,cpLargestDelayFamily,"flip-flops",
yosys,async_flop_share,0,%
floorplan,fp.dieW,102,µm
worst_hold_path,hp-class,"in -> reg",
power_and_ir_drop,p_seq_share,56.2,%
detailed_routing,via_per_inst,3.51,
yosys,synth-main-ff-cell,"dfxtp_1",
outcome,status,"finished clean",
placed_design,dpl_cell_area,1980,µm²
floorplan,core_area,6460,µm²
clocking,numCtsBuffers,5,
clocking,htreeDepth,2,
detailed_routing,wirelength,3090,µm
layout,fill_cells,694,
global_routing,grt_pass1_vias,866,
global_routing,antenna_found_initial,0,
power_and_ir_drop,p_sw,0.675,mW
power_and_ir_drop,vdd_drop_max,0.550,mV
flow_run,drv_cap,0,
critical_path,max_stage_delay,310,ps
critical_path,cp-start-kind,"register",
yosys,mux_area_share,0,%
clocking,clk_path_buf_depth,2,
yosys,synth_cell_types,13,
yosys,yosys-stat-area,1160,µm²
clocking,clk_latency,290,ps
detailed_routing,drtIter0Drc,32,
sta,slew_violations,0,
detailed_routing,drc,0,
yosys,top_cell_area_share,71.0,%
power_and_ir_drop,power_leakage,0.819,nW
clocking,clockRootBuffer,"clkbuf_8",
placed_design,portBuffers,71,
placed_design,hpwlAfterDp,2420,µm
clocking,cts_tree,"done",
yosys,avgSynthCellArea,12.4,µm²
floorplan,die_area,10400,µm²
yosys,ys_ff,41,
layout,final_core_util,29.6,%
sta,fin_crit,954,ps
yosys,synth-edff-count,0,
layout,logic_area,318,µm²
sta,worstMarginPinSlew,157,ps
sta,hold_viol_final,0,
clocking,cts.sinks,41,
layout,fin_cells,249,
yosys,logic_family,"simple AND/OR/NAND/NOR gates",
critical_path,path_buffers,1,
yosys,ys_warn_count,1,
critical_path,crit_arrival,750,ps
power_and_ir_drop,switching_share,21.7,%
placed_design,place_inst,241,
clocking,postCtsHoldBufs,0,
layout,design_area,1910,µm²
floorplan,io_pins,72,
yosys,netlist_area,1160,µm²
global_routing,overflow,0,
sta,tns,0,ps
floorplan,core_util_floorplan,17.9,%
yosys,synth_seq_share,71.0,%
critical_path,critPathSlowestCell,"dfxtp_1",
power_and_ir_drop,power_report.internal_total,2.43,mW
placed_design,place.gp.congestion,0.678,
detailed_routing,dr.pass1.iters,2,
critical_path,end_kind,"primary output",
detailed_routing,antenna_left,0,
yosys,xor_area_share,0.758,%
sta,fin_worst_skew,3.93,ps
yosys,yosys_cells,93,
yosys,largest_area_cell,"dfxtp_1",
yosys,synth.area.top_cells,"dfxtp_1 (71%), nor2b_1 (19%), buf_2 (1.7%), ha_1 (1.1%), nor3b_2 (1.1%)",
detailed_routing,num_vias,873,
sta,setup_viol,0,
sta,relSlewSlack,89.5,%
power_and_ir_drop,combPwrFrac,10.1,%
detailed_routing,n_antenna_cell,0,
detailed_routing,wl_per_cell,12.4,µm
yosys,synth-compound-area-share,1.30,%
sta,grt_setup_unrepaired,"no",
yosys,synth_adder_area_share,1.08,%
floorplan,die_h,102,µm
layout,drive_gt1_share,36.0,%
sta,timing.fmax,1050,MHz
critical_path,worst-path-max-fanout,1,
floorplan,num_rows,29,
layout,regArea,832,µm²
yosys,simple_gate_share,23.8,%
global_routing,grt_pass1_wl,4450,µm
global_routing,grt_max_degree,23,
sta,period_used_share,95.4,%
yosys,syn_inst,93,
critical_path,crit_chain,"clkdlybuf4s15_1",
power_and_ir_drop,powerDensity,1630,nW/µm²
critical_path,critical_path_class,"reg -> out",
critical_path,cp_data_required_time,800,ps
clocking,path_clk_slew,80,ps
layout,syn_to_final_growth,65.2,%
power_and_ir_drop,power.total,3.11,mW
global_routing,grt_use_total,5.56,%
flow_run,warnings,25,
repair_timing:
action | in CTS | in global routing
setup endpoints to repair | 37 | 22
buffers inserted | 0 | 0
gates resized | 92 | 31
state kept, by name (all words and copies together), names as in the netlist:
name,cells
a,16
b,16
addra,4
counter,4
ena,1
cells in the mapped netlist (2+ instances only):
cell      n
dfxtp_1  41
a21oi_1   2
buf_2     4
nor2_1    2
nor2b_1  36
placed cells by master (no fill, tap or decap), types with 2 or more instances in the layout:
cell type / count
clkinv_2: 2
buf_4: 3
clkdlybuf4s50_1: 33
clkbuf_2: 21
dfxtp_1: 32
nor2b_1: 36
clkbuf_8: 5
dfxtp_2: 9
nor2_1: 2
buf_2: 15
clkdlybuf4s15_1: 2
area by class of cell:
class	instances	share of cell area (%)
clock inverter	3	0.917
sequential	41	43.6
multi-input combinational	47	16.6
tap	77	5.05
inverter	1	0.197
timing repair buffer	75	30.0
clock buffer	5	3.60
per-layer routing:
| metal | up-vias | global-route usage (%) | share of wire (%) |
|---|---|---|---|
| li1 | 439 | - | - |
| met1 | 373 | 6.57 | 43 |
| met2 | 56 | 7.65 | 38 |
| met3 | 5 | 4.77 | 17 |
| met4 | 0 | 0.868 | 1.3 |
| met5 | - | 0 | 0 |
kinds of logic (layout without fill, tap and decap cells):
kind of cell / count (synthesis) / in the layout
and+or+nand+nor: 42 / 42
adders and majority gates: 1 / 1
buffers and inverters: 5 / 84
AOI/OAI and AO/OA: 3 / 3
DFF: 41 / 41
xor gates and xnor gates: 1 / 1
per-stage QoR:
step / hold WS [ps] / setup slack [ps]
4_1_cts: 163 / 0.0824
3_3_place_gp: 479 / 2.65
2_1_floorplan: 272 / 60.7
6_report: 172 / 46.2
5_1_grt: 161 / 10.6
3_5_place_dp: 484 / 14.6
power groups by stage:
stage | combinational, mW | clock (mW) | sequential [mW]
4_1_cts | 0.344 | 1.13 | 1.74
5_1_grt | 0.356 | 1.20 | 1.75
6_report | 0.316 | 1.05 | 1.75
worst paths after layout:
check	startpoint	to	slack, ps	cells past startpoint
min	reset	a[2]	170	2
max reg2reg	counter[1]	counter[1]	90	3
max	b[15]	b[15]	50	1
min reg2reg	counter[3]	addra[3]	510	1
Power is estimated from default activity; no workload was simulated.
